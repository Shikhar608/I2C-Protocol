--- flow/config.mk ---
export PLATFORM = sky130hd
export DESIGN_NAME = top
export DESIGN_NICKNAME = top
export VERILOG_FILES = /design/flow/design.v
export SDC_FILE = /design/flow/constraint.sdc
export NUM_CORES = 4
export LEC_CHECK = 1
export CORE_UTILIZATION = 40
--- flow/constraint.sdc ---
current_design top

set clk_period 3.1
set clk_io_pct 0.2

create_clock -name clk0 -period $clk_period [get_ports {clk100MHz}]

set non_clock_inputs [all_inputs -no_clocks]
set_input_delay [expr $clk_period * $clk_io_pct] -clock clk0 $non_clock_inputs
set_output_delay [expr $clk_period * $clk_io_pct] -clock clk0 [all_outputs]
--- flow/design.v ---
module i2c_eeprom_controller #( 
    parameter CLK_FREQ = 100_000_000,      
    parameter I2C_FREQ = 100_000           
)(
    input clk,
    input rst,
    input newd,
    input wr,
    input [7:0] wdata,
    input [6:0] addr,
    output reg [7:0] rdata,
    output reg done,
    output scl,
    inout sda
);
    reg scl_t = 1'b1, sda_out = 1'b1;
    reg sda_en = 1'b1;  
    assign scl = scl_t;
    assign sda = sda_en ? sda_out : 1'bz;
    localparam integer DIVIDER = CLK_FREQ / (I2C_FREQ * 2);  
    reg [$clog2(DIVIDER)-1:0] clk_cnt = 0;
    reg scl_ref = 0;
    always @(posedge clk or posedge rst) begin
        if (rst) begin
            clk_cnt <= 0;
            scl_ref <= 0;
        end else if (clk_cnt == DIVIDER - 1) begin
            clk_cnt <= 0;
            scl_ref <= ~scl_ref;
        end else begin
            clk_cnt <= clk_cnt + 1;
        end
    end
    typedef enum logic [3:0] {
        IDLE, START, SEND_ADDR, ADDR_ACK, SEND_DATA, DATA_ACK,
        RECV_DATA, RECV_ACK, STOP
    } state_t;
    state_t state = IDLE;
    reg [3:0] bit_cnt = 0;
    reg [7:0] shift_reg = 0;
    reg ack = 0;
    reg [7:0] address_latched;
    always @(posedge scl_ref or posedge rst) begin
        if (rst) begin
            state <= IDLE;
            done <= 0;
            sda_en <= 1;
            sda_out <= 1;
            scl_t <= 1;
            bit_cnt <= 0;
        end else begin
            case (state)
                IDLE: begin
                    done <= 0;
                    sda_en <= 1;
                    sda_out <= 1;
                    scl_t <= 1;
                    if (newd) begin
                        address_latched <= {addr, wr};
                        state <= START;
                    end
                end
                START: begin
                    sda_out <= 0;  
                    scl_t <= 1;
                    state <= SEND_ADDR;
                    bit_cnt <= 7;
                    shift_reg <= {addr, wr};
                end
                SEND_ADDR: begin
                    sda_out <= shift_reg[bit_cnt];
                    if (bit_cnt == 0) begin
                        state <= ADDR_ACK;
                        sda_en <= 0;  
                    end else begin
                        bit_cnt <= bit_cnt - 1;
                    end
                end
                ADDR_ACK: begin
                    ack <= sda;  
                    sda_en <= 1;
                    if (wr) begin
                        shift_reg <= wdata;
                        bit_cnt <= 7;
                        state <= SEND_DATA;
                    end else begin
                        bit_cnt <= 7;
                        state <= RECV_DATA;
                        sda_en <= 0;  
                    end
                end
                SEND_DATA: begin
                    sda_out <= shift_reg[bit_cnt];
                    if (bit_cnt == 0) begin
                        state <= DATA_ACK;
                        sda_en <= 0;
                    end else begin
                        bit_cnt <= bit_cnt - 1;
                    end
                end
                DATA_ACK: begin
                    ack <= sda;
                    sda_en <= 1;
                    state <= STOP;
                end
                RECV_DATA: begin
                    rdata[bit_cnt] <= sda;
                    if (bit_cnt == 0) begin
                        sda_en <= 1;
                        sda_out <= 1;  
                        state <= STOP;
                    end else begin
                        bit_cnt <= bit_cnt - 1;
                    end
                end
                STOP: begin
                    scl_t <= 1;
                    sda_out <= 0;
                    state <= IDLE;
                    done <= 1;
                    sda_out <= 1;
                end
                default: state <= IDLE;
            endcase
        end
    end
endmodule
module top (
  input clk100MHz,
  input rst_btn,
  input newd_btn,
  input wr_btn,
  input [7:0] wdata_sw,
  input [6:0] addr_sw,
  output [7:0] rdata_led,
  output scl,
  inout sda
);
  wire rst = rst_btn;
  wire newd = newd_btn;
  wire wr = wr_btn;
  wire [7:0] rdata;
  wire done;
  i2c_eeprom_controller #(
    .CLK_FREQ(100_000_000),
    .I2C_FREQ(100_000)
  ) dut (
    .clk(clk100MHz),
    .rst(rst),
    .newd(newd),
    .wr(wr),
    .wdata(wdata_sw),
    .addr(addr_sw),
    .rdata(rdata),
    .done(done),
    .scl(scl),
    .sda(sda)
  );
  assign rdata_led = rdata;
endmodule
--- flow/run.sh ---
#!/bin/bash
# OpenROAD 26Q1-2900-gdf79404cd8, Yosys 0.63+post, stock flow scripts
make -C /OpenROAD-flow-scripts/flow DESIGN_CONFIG=/design/flow/config.mk WORK_HOME=/design/flow/orfs finish
==> flow_summary_export.csv <==
group,metric,value,unit
run_status,run_status,"did not finish",
run_status,failing_step,"clock tree synthesis",
run_status,tool.error,"[error] [KeplerFormal.cpp:679] Workflow failed: Iso has multiple drivers: .sda0, sda$_DFFE_PP1P_.Q0",
synthesis,yosys.stat.seqShare,46.0,%
synthesis,synth-compound-area-share,11.8,%
placed_design,port_buffers,26,
synthesis,edf_count,16,
synthesis,synth-async-reset-ratio,54.3,%
synthesis,xor_share,2.10,%
placed_design,dp.cells,272,
synthesis,syn_area,0.00208,sq mm
synthesis,top_cells_by_area,"edfxtp_1 23%, dfrtp_1 22%, mux2_2 6.0%, ha_1 3.0%, mux2i_1 2.9%",
synthesis,syn_inst,190,
synthesis,ys_types,51,
clock_network,cts_setup_buffers,0,
synthesis,yosysWarnings,2,
clock_network,cts-resized-gates,0,
synthesis,synth-seq-cells,35,
clock_network,htree_levels,1,
floorplanning,ioPinCount,29,
synthesis,synth_area_leader_cell,"edfxtp_1",
synthesis,avgSynthCellArea,11.0,sq um
synthesis,yosys-stat-area,0.00208,sq mm
clock_network,clock_path_buffers,2,
clock_network,cts_root_buf,"clkbuf_8",
synthesis,yosysTopAreaCellShare,23.1,%
clock_network,cts_hold_buf,0,
clock_network,cts_buffers,3,
synthesis,mux_area_share,10.6,%
floorplanning,initCoreUtil,42.9,%
floorplanning,fp-row-count,25,
placed_design,place_ws,1460,ps
synthesis,synth_stat.cells,190,
placed_design,post-dp-hpwl,2.74,mm
synthesis,logic_family,"simple AND/OR/NAND/NOR gates",
sta,untimed_endpoints,50,
synthesis,ys.flop_type,"dfrtp_1",
synthesis,ys_sh_adder,3.01,%
floorplanning,die_x,74.1,microns
placed_design,gp_congestion,0.868,
synthesis,synth-simple-area-share,20.6,%
floorplanning,die_y,74.1,microns
sta,unclocked_pins,25,
-- logic make-up after synthesis --
| family | Yosys count |
|---|---|
| fa+ha+maj | 5 |
| simple gates | 70 |
| flops | 35 |
| compound gates | 37 |
| xor+xnor | 5 |
| buf+inv | 18 |
| mux | 19 |
| other cells | 1 |
-- synthesized netlist by cell type, drive strengths merged, types with 2 or more instances --
library cell / instances
dfrtp: 18
edfxtp: 16
nand2: 15
nor2: 14
mux2: 12
a21oi: 11
buf: 11
o21ai: 9
o22ai: 7
inv: 6
mux2i: 6
nand2b: 6
nor3: 6
ha: 5
nand3: 5
nor4: 4
and2: 3
nor2b: 3
nor3b: 3
or3: 3
xnor2: 3
a2bb2oi: 2
nand3b: 2
nand4: 2
o22a: 2
xor2: 2
-- metrics by stage --
step | power [mW] | hold slack (ps) | area (sq um)
2_1_floorplan | 0.146 | 455 | 2080
3_3_place_gp | 0.169 | 470 | 2340
3_5_place_dp | 0.170 | 486 | 2340
Power is estimated from default activity; no workload was simulated.
